==> config.mk <==
export PLATFORM = sky130hd
export DESIGN_NAME = ramtask2
export DESIGN_NICKNAME = ramtask2
export VERILOG_FILES = /design/flow/design.v
export SDC_FILE = /design/flow/constraint.sdc
export NUM_CORES = 4
export LEC_CHECK = 1
export CORE_UTILIZATION = 40
export SYNTH_MEMORY_MAX_BITS = 65536
==> constraint.sdc <==
current_design ramtask2

set clk_period 58.9
set clk_io_pct 0.2

create_clock -name clk0 -period $clk_period [get_ports {clk}]

set non_clock_inputs [all_inputs -no_clocks]
set_input_delay [expr $clk_period * $clk_io_pct] -clock clk0 $non_clock_inputs
set_output_delay [expr $clk_period * $clk_io_pct] -clock clk0 [all_outputs]
==> design.v <==
`timescale 1ns / 1ps
module ramtask2(
    output wire [9:0] rdata,    
    input  wire       clk,      
    input  wire       we,       
    input  wire [9:0] address,  
    input  wire [9:0] wdata     
);
    reg [9:0] ram[1023:0];
    initial begin
        ram[0] = 10'b0000001010;  
        ram[1] = 10'b1001000000;
        ram[2] = 10'b0101001011;
        ram[10] = 10'b0000000101;  
        ram[11] = 10'b0000001010;  
        ram[12] = 10'b0000000000; 
        ram[50] = 10'b0000001001;
        ram[51] = 10'b0000000001;
        ram[52] = 10'b0000000001;
        ram[53] = 10'b0000000001;
        ram[54] = 10'b0000000001;
        ram[55] = 10'b0000000001;
        ram[60] = 10'b0000000001;
        ram[66] = 10'b0000000001;
        ram[67] = 10'b0000000001;
        ram[69] = 10'b0000000001;
        ram[70] = 10'b0000000001;
        ram[71] = 10'b0000000001;
        ram[82] = 10'b0000000001;
        ram[83] = 10'b0000000010;
        ram[84] = 10'b0000000000;
        ram[85] = 10'b0000000100;
        ram[94] = 10'b0000000001;
        ram[95] = 10'b0000000001;
        ram[148] = 10'b0000010000;
        ram[149] = 10'b0000010001;
        ram[150] = 10'b0000001000;
        ram[151] = 10'b0000001100;
        ram[222] = 10'b0000100000;
        ram[223] = 10'b0000001000;
     end
    assign rdata = ram[address];
    always @(posedge clk) begin
        if (we)
            ram[address] <= wdata;
    end
endmodule
==> run.sh <==
#!/bin/bash
# OpenROAD 26Q1-2900-gdf79404cd8, Yosys 0.63+post, stock flow scripts
make -C /OpenROAD-flow-scripts/flow DESIGN_CONFIG=/design/flow/config.mk WORK_HOME=/design/flow/orfs finish
==> metrics.cfg <==
[placed_design]
dp_slack_ns=26.10
post-dp-hpwl_um=708000
portBuffers=31
gp_congestion=0.927
placed_area_sq_um=418000

[worst_setup_path]
cp.required_ns=47.12
critPathKind=primary input to output port
crit_fanout=95
endpoint_kind=output port
cp_data_arrival_time_ns=21.04
cp-start-kind=primary input

[worst_hold_path]
hp-class=primary input to register

[route]
dr.pass1.iters=14
wl_met1_um=359000
ant_nets=0
finalWirelength_um=1130000
vias=203577
first_iter_violations=14115
drc=0
top_layer=met5
dr_wl_met2_um=507000
post_drt_wl_per_cell_um=31.3
route.met3.wl_um=217000
vias_per_cell=5.62

[clock_network]
clk_path_buf_depth=5
cts_max_level=7
cts_tree=yes
post_cts_resized=0
cts_hold_buf=0
postCtsSetupRepairBufs=0
clkSlewWorstSetupHoldPaths_ns=0.06
root_buffer=clkbuf_16
numCtsBuffers=1073
clock_sinks=10240

[timing]
slew_headroom=0.148
finalCritPeriodShare=0.557
min_period_ns=32.82
final-max-slew-violation-count=0
hold_ws_ns=11.13
final_hold_viol_count=0
finalSetupTns_ns=0
max_freq_mhz=30.5
setup_viol=0
setup_slack_ns=26.08
rsz0062_at_grt=no
tightest_slew_ns=1.27

[die]
core_area_sq_um=978000
ios=32
dieArea_sq_um=987000
rows=363
die_height_um=994
fp_util=0.402
die_w_um=994

[cells_and_area]
syn2layout_area_growth_pct=14.6
design_area_sq_um=451000
lay_top_count=edfxtp_1
drive_gt1_frac=0.179
largest_reg_flops=10240
final_layout_top_logic_cells=edfxtp_1, mux2i_1, buf_4
top_regs=ram x10240
top_register=ram

[yosys]
ys.flops=10240
yosys_warnings=1
ys_types=59
edf_count=10240
synth_area_sq_um=393000
ys_area_sq_um=393000
ys_async_sr_fraction=0
ys_seq_share=0.782
synth_cells=20593
syn_avg_cell_area_sq_um=19.1
yosys_cells=20593
ff_type=edfxtp_1

[job]
max-cap-violations=0
warnings=53

[global_route]
grt_max_degree=113
grt_overflow=0
grt_pass1_wl_um=1590000
track_usage=0.249
antenna_found_initial=122
grt_pass1_vias=214118

[power]
power_density_nw_per_um2=33.4
irDropWorstVdd_v=0.0000272
power_mw=15.0
p_leak_nw=149

[run_status]
status=completed

[cell usage after synthesis, types with 102 or more instances]
cell	count	area [sq um]
a22oi_1	265	1990
buf_1	165	619
buf_2	438	2190
clkbuf_1	633	2380
edfxtp_1	10240	307000
mux2_2	102	1150
mux2i_1	3419	34200
mux4_2	845	19000
nand2_1	198	743
nand3_1	172	861
nor2_1	1416	5320
nor3_1	161	806
nor4_1	317	1980
o21ai_0	175	876
o22ai_1	1408	8810
[area by class of cell]
cell class                      count  area, sq um
Sequential cell                 10240       307000
Timing Repair Buffer             1697        13300
Multi-Input combinational cell   9041        80500
Antenna cell                      421         1050
Inverter                            3         22.5
Fill cell                       80313       527000
Tap cell                        12957        16200
Clock buffer                     1325        28200
Clock inverter                    521         4070
[cell families after synthesis]
| group | after synthesis | share of synthesized area |
|---|---|---|
| mux | 4366 | 0.138 |
| simple gates | 2522 | 0.0291 |
| buf+inv | 1312 | 0.0149 |
| compound gates | 2153 | 0.0359 |
| flops | 10240 | 0.782 |
[worst max-delay path: stages]
cell,delay [ns]
buf_16,0.40
buf_4,0.54
buf_4,0.64
buf_4,0.48
buf_4,0.64
buf_4,0.67
buf_4,0.71
buf_4,0.70
mux2i_1,0.28
o22ai_1,0.10
nor4_1,0.79
nand3_1,0.40
a32oi_1,0.63
buf_4,0.24
and4_1,0.38
nand4_1,0.74
clkdlybuf4s50_1,0.66
[through the flow]
stage,util,cells
detailed placement,0.427,33938
finish,0.461,36205
floorplan,-,20593
CTS,0.460,35784
global route,0.461,36084
global placement,0.427,33938
[power breakdown]
group,internal (mW),switching (mW)
Sequential,8.02,0.000975
Clock,3.63,2.72
Combinational,0.195,0.478
[final timing paths]
check             startpoint     endpoint  slack (ns)  cells past startpoint
setup / recovery  address[1]     rdata[9]       26.08                     17
hold / removal      wdata[7]  ram[190][7]       11.13                      1
[routing by layer]
metal | GRT usage | up-vias
met5 | 0.0290 | -
met4 | 0.0880 | 121
met3 | 0.211 | 2110
met2 | 0.346 | 11548
met1 | 0.287 | 102310
li1 | - | 87488

File: config.mk
export PLATFORM = sky130hd
export DESIGN_NAME = ramtask2_for_cache
export DESIGN_NICKNAME = ramtask2_for_cache
export VERILOG_FILES = /design/flow/design.v
export SDC_FILE = /design/flow/constraint.sdc
export NUM_CORES = 4
export LEC_CHECK = 1
export CORE_UTILIZATION = 30
export SYNTH_MEMORY_MAX_BITS = 65536
File: constraint.sdc
current_design ramtask2_for_cache

set clk_period 119.1
set clk_io_pct 0.2

create_clock -name clk0 -period $clk_period [get_ports {clk}]

set non_clock_inputs [all_inputs -no_clocks]
set_input_delay [expr $clk_period * $clk_io_pct] -clock clk0 $non_clock_inputs
set_output_delay [expr $clk_period * $clk_io_pct] -clock clk0 [all_outputs]
File: design.v
`timescale 1ns / 1ps
module ramtask2_for_cache(
    inout wire [19:0] data,    
    input  wire       clk,      
    input  wire       we,       
    input  wire [9:0] address,  
    input wire mem_req,
    output reg mem_ready
);
    reg [9:0] ram[1023:0];
    reg [1:0] state, next_state;
    parameter IDLE    = 1'b0;  
    parameter WAIT    = 1'b1;  
    integer i;
    initial begin
        state = IDLE;
        next_state = IDLE;
        mem_ready = 1'b1;
        ram[0] = 10'b0000001010;  
        ram[1] = 10'b1001000000;
        ram[2] = 10'b0101001011;
        ram[3] = 10'b0000000000;
        ram[4] = 10'b0000000000;
        ram[5] = 10'b0000000000;
        ram[6] = 10'b0000000000;
        ram[7] = 10'b0000000000;
        ram[8] = 10'b0000000000;
        ram[9] = 10'b0000000000;
        ram[10] = 10'b0000000101;  
        ram[11] = 10'b0000001010;  
        ram[12] = 10'b0000000000;
        for(i=13; i<1024; i=i+1)
            ram[i] = 10'b0;
     end
    reg [19:0] read_data;
     wire [8:0] temp;
    assign temp = address [9:1];    
    assign data = (we == 1'b1) ?
        20'bzzzzzzzzzz_zzzzzzzzzz :
        {ram[{temp[8:0], 1'b1}], ram[{temp[8:0], 1'b0}]};
     always @(*) begin
        case (state)
            IDLE: begin
                if (mem_req)
                    next_state = WAIT;
                else
                    next_state = IDLE;
            end
            WAIT: begin
                next_state = IDLE;
            end
            default: next_state = IDLE;
        endcase
    end
    always @(posedge clk) begin
        state <= next_state;
        case (state)
            IDLE: begin
                if (mem_req) begin
                    mem_ready <= 1'b0;
                end else begin
                    mem_ready <= 1'b1;
                end
            end
            WAIT: begin
                if (we) begin
                    ram[{address[9:1], 1'b0}] <= data[9:0];
                    ram[{address[9:1], 1'b1}] <= data[19:10];
                end else begin
                    read_data <= { ram[{address[9:1], 1'b1}],
                                   ram[{address[9:1], 1'b0}] };
                end
                mem_ready <= 1'b1;
            end
            default: begin
                mem_ready <= 1'b1;
            end
        endcase
    end
endmodule
File: run.sh
#!/bin/bash
# OpenROAD 26Q1-2900-gdf79404cd8, Yosys 0.63+post, stock flow scripts
make -C /OpenROAD-flow-scripts/flow DESIGN_CONFIG=/design/flow/config.mk WORK_HOME=/design/flow/orfs finish
==> deck_impl_summary.md <==
Flow Results at a Glance

Logic synthesis
  – Post-synthesis instance area: roughly 400000 um2
  – Most used flip-flop cell after synthesis: sky130_fd_sc_hd__edfxtp_1
  – Number of standard cells reported by yosys: around 18000
  – Yosys stat chip area: between 300000 and 400000 um2
  – Seq cells post-synth: roughly 10000
  – Yosys warning tally: 2
  – Sequential-to-total area share from yosys stat: around 80%
  – Proportion of synthesized flip-flops having asynchronous set or reset: 0%
  – Flip-flops with a built-in enable: ~10000
  – Distinct lib cells used: between 60 and 70
  – Mean instance size in the synthesized netlist: roughly 22 um2
  – Post-synthesis cell count: about 18000

CTS
  – H-tree depth reported by CTS: 7
  – Quantity of hold-fixing buffers added after cts: 0
  – Post-CTS sizing: 0
  – Clock root buffer: sky130_fd_sc_hd__clkbuf_16
  – Number of buffers inserted to repair setup after CTS: 0
  – Buffers from clock root to sink, at most: 5
  – Number of buffers inserted during clock tree synthesis: approximately 1100
  – Clk sink count: about 10000

Outcome
  – Halt Reason: [error] [KeplerFormal.cpp:679] Workflow failed: Iso has multiple drivers: .data16, place2527.X0
  – Result of the run: stopped before the end
  – Stop stage: 4_1_cts

Floorplan
  – Die y size: ~1.1 mm
  – DIE WIDTH: around 1.1 mm
  – Starting utilization of the core area: between 30% and 40%
  – Std-Cell Rows: roughly 420
  – # IOs: 34

Place
  – Port Buffer Count: 12
  – Routability congestion estimate: 0.933
  – DPL Wire Length: 720 mm
[Yosys cell counts (5+ instances only)]
| master | instances | area, um2 |
|---|---|---|
| sky130_fd_sc_hd__o21a_1 | 7 | 52.6 |
| sky130_fd_sc_hd__nand2_1 | 261 | 980 |
| sky130_fd_sc_hd__nor2b_1 | 15 | 93.8 |
| sky130_fd_sc_hd__a41oi_1 | 13 | 114 |
| sky130_fd_sc_hd__or2_2 | 6 | 37.5 |
| sky130_fd_sc_hd__mux2i_1 | 1517 | 15200 |
| sky130_fd_sc_hd__buf_2 | 425 | 2130 |
| sky130_fd_sc_hd__a22oi_1 | 625 | 4690 |
| sky130_fd_sc_hd__and3b_1 | 5 | 43.8 |
| sky130_fd_sc_hd__nand2b_1 | 7 | 43.8 |
| sky130_fd_sc_hd__a221oi_1 | 251 | 2200 |
| sky130_fd_sc_hd__inv_1 | 5 | 18.8 |
| sky130_fd_sc_hd__nor3_1 | 59 | 295 |
| sky130_fd_sc_hd__nand3_1 | 139 | 696 |
| sky130_fd_sc_hd__nor3b_1 | 6 | 45.0 |
| sky130_fd_sc_hd__o21ai_0 | 145 | 726 |
| sky130_fd_sc_hd__mux4_2 | 1841 | 41500 |
| sky130_fd_sc_hd__a32o_1 | 6 | 60.1 |
| sky130_fd_sc_hd__or4_1 | 65 | 488 |
| sky130_fd_sc_hd__a32oi_1 | 41 | 359 |
| sky130_fd_sc_hd__a311o_1 | 7 | 70.1 |
| sky130_fd_sc_hd__a22o_1 | 81 | 709 |
| sky130_fd_sc_hd__buf_1 | 59 | 221 |
| sky130_fd_sc_hd__and4b_1 | 5 | 50.1 |
| sky130_fd_sc_hd__and3_1 | 35 | 219 |
| sky130_fd_sc_hd__edfxtp_1 | 10240 | 307000 |
| sky130_fd_sc_hd__buf_6 | 49 | 552 |
| sky130_fd_sc_hd__or3_1 | 12 | 75.1 |
| sky130_fd_sc_hd__buf_4 | 156 | 1170 |
| sky130_fd_sc_hd__nand4b_1 | 5 | 43.8 |
| sky130_fd_sc_hd__o211ai_1 | 19 | 143 |
| sky130_fd_sc_hd__a31oi_1 | 156 | 976 |
| sky130_fd_sc_hd__a211oi_1 | 10 | 75.1 |
| sky130_fd_sc_hd__o22ai_1 | 406 | 2540 |
| sky130_fd_sc_hd__a2111oi_0 | 12 | 105 |
| sky130_fd_sc_hd__mux2_2 | 5 | 56.3 |
| sky130_fd_sc_hd__nor4_1 | 84 | 526 |
| sky130_fd_sc_hd__nand4bb_1 | 5 | 56.3 |
| sky130_fd_sc_hd__clkbuf_1 | 380 | 1430 |
| sky130_fd_sc_hd__and4_1 | 8 | 70.1 |
| sky130_fd_sc_hd__a21oi_1 | 167 | 836 |
| sky130_fd_sc_hd__nand4_1 | 86 | 538 |
| sky130_fd_sc_hd__nor2_1 | 591 | 2220 |
[cells by family after synthesis]
family	share of synthesized area, %
AND-OR/OR-AND	3.53
flip-flops	78.8
multiplexers	14.5
buffers and inverters	1.42
AND/OR/NAND/NOR	1.71
[metrics by stage]
step                instances  cell area [um2]  power, uW  util (%)  worst slack, ps
global placement        35627           419000       4750      32.4            62670
detailed placement      35627           419000       4760      32.4            62810
floorplan               18055           390000       4690         -            61390
Power figures rest on the tool's default switching activity, not on a simulated workload.

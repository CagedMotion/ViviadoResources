[design/flow/run.sh]
#!/bin/bash
# OpenROAD 26Q1-2900-gdf79404cd8, Yosys 0.63+post, stock flow scripts
make -C /OpenROAD-flow-scripts/flow DESIGN_CONFIG=/design/flow/config.mk WORK_HOME=/design/flow/orfs finish
[design/flow/config.mk]
export PLATFORM = sky130hd
export DESIGN_NAME = ramtask1_for_cache
export DESIGN_NICKNAME = ramtask1_for_cache
export VERILOG_FILES = /design/flow/design.v
export SDC_FILE = /design/flow/constraint.sdc
export NUM_CORES = 4
export LEC_CHECK = 1
export CORE_UTILIZATION = 50
export SYNTH_MEMORY_MAX_BITS = 65536
[design/flow/constraint.sdc]
current_design ramtask1_for_cache

set clk_period 59.8
set clk_io_pct 0.2

create_clock -name clk0 -period $clk_period [get_ports {clk}]

set non_clock_inputs [all_inputs -no_clocks]
set_input_delay [expr $clk_period * $clk_io_pct] -clock clk0 $non_clock_inputs
set_output_delay [expr $clk_period * $clk_io_pct] -clock clk0 [all_outputs]
[design/flow/design.v]
`timescale 1ns / 1ps
module ramtask1_for_cache(
    inout wire [19:0] data,    
    input  wire       clk,      
    input  wire       we,       
    input  wire [9:0] address,  
    input wire mem_req,
    output reg mem_ready
);
    reg [9:0] ram[1023:0];
    reg state, next_state;
    parameter IDLE    = 1'b0;  
    parameter WAIT    = 1'b1;  
    integer i;
    initial begin
        state = IDLE;
        next_state = IDLE;
        mem_ready = 1'b1;
        ram[0] =  10'b0000010110;  
        ram[1] =  10'b0000001010;
        ram[2] =  10'b0000010101;  
        ram[10] = 10'b0000010101;   
        ram[11] = 10'b0000010100;   
        ram[12] = 10'b0000010011;   
        ram[13] = 10'b0000010010;   
        ram[14] = 10'b0000010001;   
        ram[15] = 10'b0000010000;   
        ram[16] = 10'b0000001111;   
        ram[17] = 10'b0000001110;   
        ram[18] = 10'b0000001101;   
        ram[19] = 10'b0000001100;   
        ram[20] = 10'b0000001011;   
        ram[21] = 10'b0000001010;   
        ram[22] = 10'b0000001001;   
        ram[23] = 10'b0000001000;   
        ram[24] = 10'b0000000111;   
        ram[25] = 10'b0000000110;   
        ram[26] = 10'b0000000101;   
        ram[27] = 10'b0000000100;   
        ram[28] = 10'b0000000011;   
        ram[29] = 10'b0000000010;   
        ram[30] = 10'b0000000001;   
     for(i=31; i<1024; i=i+1)
            ram[i] = 10'b0;
     for(i=3; i<10; i=i+1)
            ram[i] = 10'b0;
     end
    reg [19:0] read_data;
    wire [8:0] temp;
    assign temp = address [9:1];    
    assign data = (we == 1'b1) ?
        20'bzzzzzzzzzz_zzzzzzzzzz :
        {ram[{temp[8:0], 1'b1}], ram[{temp[8:0], 1'b0}]};
     always @(*) begin
        case (state)
            IDLE: begin
                if (mem_req)
                    next_state = WAIT;
                else
                    next_state = IDLE;
            end
            WAIT: begin
                next_state = IDLE;
            end
            default: next_state = IDLE;
        endcase
    end
    always @(posedge clk) begin
        state <= next_state;
        case (state)
            IDLE: begin
                if (mem_req) begin
                    mem_ready <= 1'b0;
                end else begin
                    mem_ready <= 1'b1;
                end
            end
            WAIT: begin
                if (we) begin
                    ram[{address[9:1], 1'b0}] <= data[9:0];
                    ram[{address[9:1], 1'b1}] <= data[19:10];
                end else begin
                    read_data <= { ram[{address[9:1], 1'b1}],
                                   ram[{address[9:1], 1'b0}] };
                end
                mem_ready <= 1'b1;
            end
            default: begin
                mem_ready <= 1'b1;
            end
        endcase
    end
endmodule
module tb_ram_for_cache();
    wire [9:0] rdata;
    reg clk, we;
    reg [9:0] address;
    reg [9:0] wdata;
    ram dut(.rdata(rdata), .clk(clk), .we(we), .address(address), .wdata(wdata));
    parameter PERIOD = 10;
    initial clk = 1'b0;
    always #(PERIOD/2) clk = ~clk;
    initial begin
        wdata = 10'h01;
        address = 10'd0;
        we = 1'b1;
        #PERIOD;
        wdata = 10'h02;
        address = 10'd75;     
        #PERIOD;
        wdata = 10'h03;
        address = 10'd60;     
        #PERIOD;
        address = 10'd0;
        we = 1'b0;
        #PERIOD;
        address = 10'd1;
        #PERIOD;
        address = 10'd2;
        #PERIOD;
        wdata = 10'h04;
        address = 10'd25;
        we = 1'b1;
        #PERIOD;
        address = 10'd50;
        we = 1'b0;
        #PERIOD;
        wdata = 10'h3FF;  
        address = 10'd1023;
        we = 1'b1;
        #PERIOD;
        we = 1'b0;
        address = 10'd1023;
        #PERIOD;
    end
endmodule
==> flow_metrics.env <==
# source this file to load flow results
export IMPL_yosysCellCount=17800
export IMPL_status="aborted with a tool error"
export IMPL_clock_sinks=10200
export IMPL_synth_cells=17800
export IMPL_h_tree_depth=7
export IMPL_synthArstFlopShare=0
export IMPL_ioPinCount=34
export IMPL_die_h_um=888
export IMPL_clk_path_buf_depth=5
export IMPL_edf_count=10200
export IMPL_synth_area_mm2=0.392
export IMPL_ctsRootBufferMaster="clkbuf_16"
export IMPL_synthTopCellsByArea="edfxtp_1, mux4_2, mux2i_1"
export IMPL_post_cts_setup_buffers=0
export IMPL_dp_hpwl_um=738000
export IMPL_ff_type="edfxtp_1"
export IMPL_cts_resized=0
export IMPL_yosys_area_mm2=0.392
export IMPL_avgSynthCellArea_um2=22.1
export IMPL_port_buffers=12
export IMPL_top_area_cell="edfxtp_1"
export IMPL_stop_error="[error] [KeplerFormal.cpp:679] Workflow failed: Iso has multiple drivers: .data0, place2352.X0"
export IMPL_yosysUniqueCellTypes=75
export IMPL_pre_cts_slack_ps=26470
export IMPL_gp_congestion=0.957
export IMPL_failed_stage="clock tree synthesis"
export IMPL_yosysSeqAreaShare=0.784
export IMPL_cts_inserted_buffers=1121
export IMPL_hold_buffers=0
export IMPL_fp_util=0.503
export IMPL_die_w_um=888
export IMPL_yosys_warnings=2
export IMPL_top_area_frac=0.784
export IMPL_ys_ff=10200
export IMPL_fp_row_count=324
-- synthesized netlist by cell type, types with 14 or more instances --
| master | count |
|---|---|
| a21oi_1 | 253 |
| mux2i_1 | 1057 |
| nand2_1 | 220 |
| a22oi_1 | 314 |
| a211o_1 | 29 |
| nand3_1 | 106 |
| mux4_2 | 2207 |
| a221oi_1 | 22 |
| buf_4 | 95 |
| a211oi_1 | 33 |
| and4_1 | 22 |
| nand4_1 | 231 |
| a31oi_1 | 52 |
| o22ai_1 | 364 |
| edfxtp_1 | 10200 |
| and3_1 | 23 |
| a32oi_1 | 32 |
| o22a_1 | 24 |
| a22o_1 | 50 |
| mux2_2 | 162 |
| nor3_1 | 56 |
| buf_2 | 439 |
| inv_1 | 19 |
| nor2_1 | 658 |
| o21ai_0 | 247 |
| clkbuf_1 | 353 |
| nor4_1 | 62 |
| buf_6 | 50 |
| nor2b_1 | 31 |
| a2111oi_0 | 16 |
| o211ai_1 | 14 |
| buf_1 | 110 |
-- cells by family after synthesis --
family,after synthesis,share of synthesized area
AND-OR/OR-AND,1526,0.0256
AND/OR/NAND/NOR,1493,0.0182
flip-flops,10200,0.784
buffers and inverters,1069,0.0135
multiplexers,3426,0.158
-- stage by stage --
stage	power, W	hold WS, ps	util	cell area, um^2	instances
floorplan	0.00946	404	-	392000	17800
global placement	0.00958	412	0.529	413000	28500
detailed placement	0.00960	425	0.529	413000	28500
No activity file was given, so power comes from the tool's default toggle rates.

`/design/flow/run.sh`:
```
#!/bin/bash
# OpenROAD 26Q1-2900-gdf79404cd8, Yosys 0.63+post, stock flow scripts
make -C /OpenROAD-flow-scripts/flow DESIGN_CONFIG=/design/flow/config.mk WORK_HOME=/design/flow/orfs finish
```
`/design/flow/config.mk`:
```
export PLATFORM = sky130hd
export DESIGN_NAME = ramtask1
export DESIGN_NICKNAME = ramtask1
export VERILOG_FILES = /design/flow/design.v
export SDC_FILE = /design/flow/constraint.sdc
export NUM_CORES = 4
export LEC_CHECK = 1
export CORE_UTILIZATION = 30
export SYNTH_MEMORY_MAX_BITS = 65536
```
`/design/flow/constraint.sdc`:
```
current_design ramtask1

set clk_period 78.5
set clk_io_pct 0.2

create_clock -name clk0 -period $clk_period [get_ports {clk}]

set non_clock_inputs [all_inputs -no_clocks]
set_input_delay [expr $clk_period * $clk_io_pct] -clock clk0 $non_clock_inputs
set_output_delay [expr $clk_period * $clk_io_pct] -clock clk0 [all_outputs]
```
`/design/flow/design.v`:
```
`timescale 1ns / 1ps
module ramtask1(
    output wire [9:0] rdata,    
    input  wire       clk,      
    input  wire       we,       
    input  wire [9:0] address,  
    input  wire [9:0] wdata     
);
    reg [9:0] ram[1023:0];
    initial begin
        ram[0] = 10'b0000010110;  
        ram[1] = 10'b0000001010;
        ram[2] = 10'b0000010101;  
        ram[10] = 10'b0000010101;   
        ram[11] = 10'b0000010100;   
        ram[12] = 10'b0000010011;   
        ram[13] = 10'b0000010010;   
        ram[14] = 10'b0000010001;   
        ram[15] = 10'b0000010000;   
        ram[16] = 10'b0000001111;   
        ram[17] = 10'b0000001110;   
        ram[18] = 10'b0000001101;   
        ram[19] = 10'b0000001100;   
        ram[20] = 10'b0000001011;   
        ram[21] = 10'b0000001010;   
        ram[22] = 10'b0000001001;   
        ram[23] = 10'b0000001000;   
        ram[24] = 10'b0000000111;   
        ram[25] = 10'b0000000110;   
        ram[26] = 10'b0000000101;   
        ram[27] = 10'b0000000100;   
        ram[28] = 10'b0000000011;   
        ram[29] = 10'b0000000010;   
        ram[30] = 10'b0000000001;   
     end
    assign rdata = ram[address];
    always @(posedge clk) begin
        if (we)
            ram[address] <= wdata;
    end
endmodule
module tb_ram();
    wire [9:0] rdata;
    reg clk, we;
    reg [9:0] address;
    reg [9:0] wdata;
    ram dut(.rdata(rdata), .clk(clk), .we(we), .address(address), .wdata(wdata));
    parameter PERIOD = 10;
    initial clk = 1'b0;
    always #(PERIOD/2) clk = ~clk;
    initial begin
        wdata = 10'h01;
        address = 10'd0;
        we = 1'b1;
        #PERIOD;
        wdata = 10'h02;
        address = 10'd75;     
        #PERIOD;
        wdata = 10'h03;
        address = 10'd60;     
        #PERIOD;
        address = 10'd0;
        we = 1'b0;
        #PERIOD;
        address = 10'd1;
        #PERIOD;
        address = 10'd2;
        #PERIOD;
        wdata = 10'h04;
        address = 10'd25;
        we = 1'b1;
        #PERIOD;
        address = 10'd50;
        we = 1'b0;
        #PERIOD;
        wdata = 10'h3FF;  
        address = 10'd1023;
        we = 1'b1;
        #PERIOD;
        we = 1'b0;
        address = 10'd1023;
        #PERIOD;
    end
endmodule
```
==> impl_results.html <==
<h2>Synthesis and place &amp; route</h2>
<table>
<tr><th>Metric</th><th>Value</th></tr>
<tr><th colspan="2">Logic synthesis</th></tr>
<tr><td>Proportion of register bits with asynchronous set or reset after synthesis</td><td>0%</td></tr>
<tr><td>Number of enable-type register cells in the synthesized netlist</td><td>10,240</td></tr>
<tr><td>Number of cells in Yosys stat</td><td>20,590</td></tr>
<tr><td>Predominant post-synthesis flop cell</td><td>sky130_fd_sc_hd__edfxtp_1</td></tr>
<tr><td>Cell variety after synth</td><td>59</td></tr>
<tr><td>Top cells, area</td><td>sky130_fd_sc_hd__edfxtp_1 78%, sky130_fd_sc_hd__mux2i_1 8.7%, sky130_fd_sc_hd__mux4_2 4.8%</td></tr>
<tr><td>Netlist area before placement</td><td>393,300 sq um</td></tr>
<tr><td>Cell count after synthesis</td><td>20,590</td></tr>
<tr><td>Average size of a mapped cell</td><td>19.10 sq um</td></tr>
<tr><td>Flops &amp; latches, synth</td><td>10,240</td></tr>
<tr><td>Dominant cell area share</td><td>78.17%</td></tr>
<tr><td>Yosys chip area</td><td>393,300 sq um</td></tr>
<tr><td>Total of warnings raised by yosys</td><td>1</td></tr>
<tr><td>Seq share, synth</td><td>78.17%</td></tr>
<tr><td>Most area-hungry cell type in the Yosys netlist</td><td>sky130_fd_sc_hd__edfxtp_1</td></tr>
<tr><th colspan="2">Run</th></tr>
<tr><td>Tool warnings</td><td>63</td></tr>
<tr><td>Max-cap viol count</td><td>0</td></tr>
<tr><th colspan="2">Placed design</th></tr>
<tr><td>Buffers added on ports</td><td>31</td></tr>
<tr><td>Routability congestion estimate</td><td>0.9007</td></tr>
<tr><td>Detailed Place HPWL</td><td>707.6 mm</td></tr>
<tr><td>DP Area</td><td>423,100 sq um</td></tr>
<tr><td>Minimum setup slack after placement</td><td>37.62 ns</td></tr>
<tr><th colspan="2">Detailed routing</th></tr>
<tr><td>DR DRC count</td><td>0</td></tr>
<tr><td>Wire length after detailed routing</td><td>1132 mm</td></tr>
<tr><td>Via count</td><td>204,200</td></tr>
<tr><td>Detail-routed net length per standard cell</td><td>27.96 um</td></tr>
<tr><td>Iter 0 DRT Violations</td><td>13,650</td></tr>
<tr><td>Vias/cell</td><td>5.045</td></tr>
<tr><td>Number of nets still failing antenna checks after routing</td><td>0</td></tr>
<tr><td>Count of TritonRoute iterations in the first routing pass</td><td>5</td></tr>
<tr><th colspan="2">Clock tree</th></tr>
<tr><td>CTS Root Cell</td><td>sky130_fd_sc_hd__clkbuf_16</td></tr>
<tr><td>Number of sinks driven by the clock tree</td><td>10,240</td></tr>
<tr><td>Maximum root-to-sink buffer count</td><td>5</td></tr>
<tr><td>H-tree levels</td><td>7</td></tr>
<tr><td>Post-CTS setup repair buffer count</td><td>0</td></tr>
<tr><td>Clock transition at the register clock pins on the worst setup and hold paths after CTS</td><td>0.06 ns</td></tr>
<tr><td>Hold_buf cts</td><td>0</td></tr>
<tr><td>Cts bufs inserted</td><td>1,088</td></tr>
<tr><td>Clock tree from TritonCTS</td><td>done</td></tr>
<tr><td>Number of gates resized after CTS</td><td>0</td></tr>
<tr><th colspan="2">Worst setup path</th></tr>
<tr><td>Critical path required time</td><td>62.80 ns</td></tr>
<tr><td>Startpoint types</td><td>input port</td></tr>
<tr><td>Critical Path End Type</td><td>output port</td></tr>
<tr><td>Cell class contributing the biggest share of worst-path delay</td><td>buffers and inverters</td></tr>
<tr><td>Worst path cell trace</td><td>buf_16, buf_4, buf_4, buf_4, buf_4, buf_4, buf_4, buf_4, buf_4, mux2i_1, o21ai_0, nor3_1, nand3_1, nand3_1, nand4_1, buf_4, or4_1, clkdlybuf4s50_1</td></tr>
<tr><td>Buf/Inv on CP</td><td>11</td></tr>
<tr><td>Delay of the slowest cell on the worst path</td><td>0.91 ns</td></tr>
<tr><td>Crit Path Class</td><td>in2out</td></tr>
<tr><td>Critical-path top delay cell</td><td>sky130_fd_sc_hd__or4_1</td></tr>
<tr><td>Critical Path Fanout Max</td><td>77</td></tr>
<tr><td>Critical path's most frequent cell</td><td>sky130_fd_sc_hd__buf_4</td></tr>
<tr><td>Critical path arrival</td><td>25.27 ns</td></tr>
<tr><th colspan="2">Global routing</th></tr>
<tr><td>Total routing usage reported by global routing</td><td>18.09%</td></tr>
<tr><td>Initial antenna violation count</td><td>128</td></tr>
<tr><td>First-pass GRT wire length</td><td>1590 mm</td></tr>
<tr><td>Grt ovf</td><td>0</td></tr>
<tr><td>Maximum number of pins on one net before global-route repair</td><td>133</td></tr>
<tr><td>Vias in the first global route</td><td>216,600</td></tr>
<tr><th colspan="2">STA</th></tr>
<tr><td>Number of pins exceeding their max-slew limit in the final report</td><td>0</td></tr>
<tr><td>Worst-case setup margin in the final layout</td><td>37.53 ns</td></tr>
<tr><td>Time the worst path needs with I/O delays and setup</td><td>40.97 ns</td></tr>
<tr><td>Max Fclk</td><td>0.02441 GHz</td></tr>
<tr><td>Setup_tns</td><td>0 ns</td></tr>
<tr><td>Slew at the pin closest to its max-slew limit</td><td>1.330 ns</td></tr>
<tr><td>Worst slew margin relative to its limit</td><td>10.54%</td></tr>
<tr><td>Setup-violating endpoint count in the final report</td><td>0</td></tr>
<tr><td>Crit share post-route</td><td>52.19%</td></tr>
<tr><td>Unrepaired setup endpoints after global routing</td><td>false</td></tr>
<tr><td>Final tally of hold violations</td><td>0</td></tr>
<tr><th colspan="2">Floorplan</th></tr>
<tr><td>IO Count</td><td>32</td></tr>
<tr><td>X dimension of the die</td><td>1.147 mm</td></tr>
<tr><td>Area of the core</td><td>1,307,000 sq um</td></tr>
<tr><td>Chip Footprint</td><td>1,316,000 sq um</td></tr>
<tr><td>Num rows</td><td>420</td></tr>
<tr><td>Vertical die dimension</td><td>1.147 mm</td></tr>
<tr><td>Initial cell density of the core</td><td>30.08%</td></tr>
<tr><th colspan="2">Final layout</th></tr>
<tr><td>Comb. cell area</td><td>80,560 sq um</td></tr>
<tr><td>Final cell area excluding filler cells</td><td>457,400 sq um</td></tr>
<tr><td>Signed area change from the synthesized netlist to the final layout</td><td>16.29%</td></tr>
<tr><td>Flop area</td><td>307,500 sq um</td></tr>
<tr><td>Fraction of layout instances using a drive strength above 1</td><td>18.12%</td></tr>
<tr><td>Flip-flop count of the largest register, all copies and words added</td><td>10,240</td></tr>
<tr><td>Largest regs</td><td>ram: 10240 flops</td></tr>
<tr><td>Register name with the most flops</td><td>ram</td></tr>
<tr><td>Count of filler cells inserted in the layout</td><td>119,200</td></tr>
<tr><th colspan="2">Outcome</th></tr>
<tr><td>Result of the run</td><td>finished clean</td></tr>
<tr><th colspan="2">Power and ir drop</th></tr>
<tr><td>Total power</td><td>11.43 mW</td></tr>
<tr><td>Worst IR drop on VDD</td><td>0.01666 mV</td></tr>
<tr><td>Pwr/cell area</td><td>24.98 nW/um^2</td></tr>
<tr><td>Static Leak</td><td>150.0 nW</td></tr>
<tr><th colspan="2">Worst hold path</th></tr>
<tr><td>Hold WC Path Type</td><td>in2reg</td></tr>
</table>
## synthesized netlist by cell type (all sizes together) (2+ instances only)
cell	instances
a221o	2
a21oi	58
a211oi	6
o21ai	176
o311ai	2
nor2	1417
a2111oi	2
o2111a	18
and2	14
a32oi	4
nand2b	3
and3	97
o22a	30
mux2	102
edfxtp	10240
mux2i	3419
a22oi	265
or2	3
or4bb	2
nand2	199
a31oi	4
nor3b	6
clkbuf	633
a311oi	19
and4	2
o22ai	1408
or4	37
nand4	66
nor4	317
nand4b	6
a22o	2
o2111ai	75
a2bb2oi	21
buf	676
nand4bb	4
or4b	4
mux4	845
o211ai	21
nand3	172
inv	3
o221ai	38
nor3	161
nor2b	9
## kinds of logic (layout without fill, tap and decap cells)
| family | count (synthesis) | count (layout) | synth area share [%] |
|---|---|---|---|
| DFF | 10240 | 10240 | 78.17 |
| muxes | 4366 | 4366 | 13.83 |
| and+or+nand+nor | 2522 | 2522 | 2.914 |
| AOI/OAI and AO/OA | 2153 | 2153 | 3.591 |
| buffers and inverters | 1312 | 3576 | 1.491 |
| other | 0 | 314 | 0 |
## path summary, 6_finish.rpt
kind | startpoint | end | cells after the start
worst max-delay path | address[1] | rdata[1] | 18
worst min-delay path | wdata[7] | ram[290][7] | 1
## layer usage
layer	up-vias	wire length, um	track usage (%)
li1	87360	-	-
met1	102200	350800	18.46
met2	12480	506600	25.75
met3	2019	226700	16.77
met4	166	44170	6.507
met5	-	3444	2.238
## metrics by stage
step	instances	hold WS, ns	util [%]
finish	40470	15.02	34.99
global route	40360	14.99	34.96
CTS	40160	14.96	34.92
detailed placement	38290	16.16	32.36
global placement	38290	16.15	32.36
floorplan	20590	15.80	-
## cell type report
class	instances	area share, %
Antenna cell	314	0.1718
Clock buffer	1335	6.285
Clock inverter	534	1.038
Inverter	3	0.004377
Multi-Input combinational cell	9041	17.61
Sequential cell	10240	67.22
Tap cell	17300	4.733
Timing Repair Buffer	1704	2.932
## report_power, final
part | leakage (nW) | internal (mW) | switching (mW)
logic | 41.7 | 0.148 | 0.363
registers | 92.0 | 6.02 | 0.000738
clock network | 16.3 | 2.83 | 2.06
## placed cells by master (no fill, tap or decap), types with 13 or more instances in the layout
master                            count
sky130_fd_sc_hd__edfxtp_1         10240
sky130_fd_sc_hd__mux2i_1           3419
sky130_fd_sc_hd__buf_4             1638
sky130_fd_sc_hd__o22ai_1           1408
sky130_fd_sc_hd__nor2_1            1406
sky130_fd_sc_hd__clkbuf_16         1116
sky130_fd_sc_hd__mux4_2             845
sky130_fd_sc_hd__nor4_1             316
sky130_fd_sc_hd__diode_2            314
sky130_fd_sc_hd__a22oi_1            265
sky130_fd_sc_hd__clkinv_1           234
sky130_fd_sc_hd__clkbuf_1           219
sky130_fd_sc_hd__o21ai_0            175
sky130_fd_sc_hd__nand3_1            172
sky130_fd_sc_hd__nand2_1            166
sky130_fd_sc_hd__nor3_1             160
sky130_fd_sc_hd__clkinv_2           137
sky130_fd_sc_hd__mux2_2             102
sky130_fd_sc_hd__and3_1              97
sky130_fd_sc_hd__o2111ai_1           74
sky130_fd_sc_hd__bufinv_16           70
sky130_fd_sc_hd__nand4_1             66
sky130_fd_sc_hd__a21oi_1             58
sky130_fd_sc_hd__o221ai_1            38
sky130_fd_sc_hd__or4_1               36
sky130_fd_sc_hd__buf_12              36
sky130_fd_sc_hd__nand2_4             32
sky130_fd_sc_hd__inv_6               32
sky130_fd_sc_hd__o22a_1              30
sky130_fd_sc_hd__clkinvlp_4          26
sky130_fd_sc_hd__a2bb2oi_1           21
sky130_fd_sc_hd__o211ai_1            21
sky130_fd_sc_hd__o2111a_1            18
sky130_fd_sc_hd__clkinv_8            15
sky130_fd_sc_hd__clkdlybuf4s50_1     14
sky130_fd_sc_hd__buf_8               13
Power figures rest on the tool's default switching activity, not on a simulated workload.

==> /design/flow/design.v <==
`timescale 1ns / 1ps
module task1rom(
    output reg [9:0] read_data,
    input wire [9:0] address
    );
    reg [9:0] memory[1023:0];
    initial begin
        memory[0] <= 10'b0;  
        memory[1] <= 10'b1101110000;  
        memory[2] <= 10'b1101101101;  
        memory[3] <= 10'b0000101001;  
        memory[4] <= 10'b1100011010;  
        memory[5] <= 10'b1010110011;  
        memory[6] <= 10'b0111010011;  
        memory[7] <= 10'b1000001001;  
        memory[8] <= 10'b1000110001;  
        memory[9] <= 10'b0111111011;  
        memory[10] <= 10'b0000000000;
        memory[11] <= 10'b1010111010;  
        memory[12] <= 10'b1000011001;  
        memory[13] <= 10'b0001111101;  
        memory[14] <= 10'b0001111101;  
        memory[15] <= 10'b1101101101;  
        memory[16] <= 10'b0000000001;  
        memory[17] <= 10'b0000000000;  
        memory[18] <= 10'b1100011010;  
        memory[19] <= 10'b0000000000;  
        memory[20] <= 10'b0111111011;  
        memory[21] <= 10'b0000000000;  
        memory[22] <= 10'b0000000000;  
        memory[23] <= 10'b1110011010;  
        memory[24] <= 10'b1000000011;  
        memory[25] <= 10'b0001111100;  
        memory[26] <= 10'b1100110100;  
        memory[27] <= 10'b0001111101;  
        memory[28] <= 10'b1100110100;  
        memory[29] <= 10'b1100100101;  
        memory[30] <= 10'b0001111100;  
        memory[31] <= 10'b0000010110;  
        memory[32] <= 10'b0001111100;  
        memory[33] <= 10'b1011011110;  
        memory[34] <= 10'b1000100111;  
        memory[35] <= 10'b0110101101;  
        memory[36] <= 10'b0000000000;  
        memory[37] <= 10'b0000000000;  
        memory[38] <= 10'b1000001001;  
        memory[39] <= 10'b1100110100;  
        memory[40] <= 10'b0001111100;  
        memory[41] <= 10'b1110110101;  
        memory[42] <= 10'b1110100100;  
        memory[43] <= 10'b0001111100;  
        memory[44] <= 10'b0001111100;  
        memory[45] <= 10'b0110101101;  
        memory[46] <= 10'b0000000000;  
        memory[47] <= 10'b0000000000;  
        memory[48] <= 10'b1000001001;  
        memory[49] <= 10'b0010000010;  
    end
    always @(*) begin
        read_data <= memory[address];
    end
endmodule
module tbtask1rom();
    wire [9:0] read_data;
    reg clk;
    reg [9:0] address;
    task1rom SUT(.read_data(read_data),.clk(clk),.address(address));
    parameter PERIOD = 10;
    initial clk = 1'b0;
    always #(PERIOD/2) clk = ~clk;
    initial begin
        address = 10'b0000000000; #PERIOD;
        address = 10'b0000000001; #PERIOD;
        address = 10'b0000000010; #PERIOD;
    end
endmodule
==> /design/flow/run.sh <==
#!/bin/bash
# OpenROAD 26Q1-2900-gdf79404cd8, Yosys 0.63+post, stock flow scripts
make -C /OpenROAD-flow-scripts/flow DESIGN_CONFIG=/design/flow/config.mk WORK_HOME=/design/flow/orfs finish
==> /design/flow/config.mk <==
export PLATFORM = sky130hd
export DESIGN_NAME = task1rom
export DESIGN_NICKNAME = task1rom
export VERILOG_FILES = /design/flow/design.v
export SDC_FILE = /design/flow/constraint.sdc
export NUM_CORES = 4
export LEC_CHECK = 1
export CORE_AREA = 10 10 89 89
export DIE_AREA = 0 0 99 99
export SYNTH_MEMORY_MAX_BITS = 65536
==> /design/flow/constraint.sdc <==
current_design task1rom

set clk_period 2.0
set clk_io_pct 0.2

create_clock -name clk0 -period $clk_period

set non_clock_inputs [all_inputs -no_clocks]
set_input_delay [expr $clk_period * $clk_io_pct] -clock clk0 $non_clock_inputs
set_output_delay [expr $clk_period * $clk_io_pct] -clock clk0 [all_outputs]
==> results.txt <==
The run has ended; figures from its reports follow.

The run finished, with violations left. The final reports fail on setup timing. met2 track demand over resource after global routing is 0.105. The HPWL after detailed placement is 2.31 mm.

The share of synthesized area in the top cell type comes to 0.110. Per the GRT log, the top usage layer is met2. The final-report max-slew violation count is 0.

According to the timing report, the data required time at the worst endpoint equals 1.60 ns. The layout cell share with drive strength beyond 1 came out at 0.542. The timing-limited maximum frequency is 471 MHz. The synthesis run shows the most used standard cells to be nand2_1 (18), buf_2 (10). The overall die height came out at 99 um. The area of the multi-input gates came out at 0.00103 mm^2. The peak ir drop on the vdd network came out at 0.116 mV. The sequential cell area fraction in the yosys report is 0. The final-layout clock buffer total is 0. The internal power of the cells is 0.219 mW. The met1 track demand over resource is 0.0979. For this run, global-route usage on met3 was measured as 0.00423. The leakage component of the power came out at 0.768 nW. In the finished design, the share of the clock period the worst path needs comes to 1.06. For reference, the top cells by area after synthesis are ha_1 (11%), nand2_1 (7.4%), mux2i_1 (6.6%).

Recorded from the global router log, the overflow total was 0. The number of global-route vias before repair came out at 1,122. The share of total power dissipated in combinational logic is 1.000. The pre-placement core utilization came out at 0.152. For this run, the share of the core covered by cells in the final layout is 0.300.

In this run, post-CTS hold repair placed 0 buffers. The maximum fanout along the worst path is 3. The first-pass GRT wire length is 5.67 mm. The synthesized area is 912 um^2. The violation count after the first detailed-route iteration is 153.

The area taken by sequential standard cells is reported as 0 um^2. The wire length per cell came out at 14.6 um. The number of antenna violations at the first check in global routing is 0. The area of all placed cells without fillers came out at 0.00180 mm^2. The sort of element at the start of the critical path is an input port. The clock network power share came out at 0. The script extracted a net switching power of 0.189 mW. The tally of filler cells in the layout is 592. The biggest area contributor in the post-synthesis netlist is ha_1. Setup repair after global routing could not meet its margin everywhere. STA classifies the critical path endpoint as an output port. The fraction of power spent switching nets is 0.464. In the synthesis report, Yosys lists the chip area as 912 um^2. The weighted congestion at the end of routability-driven global placement is 0.901. The area of the die is 0.00980 mm^2. By startpoint and endpoint, the worst setup path is classified as in2out.

In the final report, the number of endpoints failing setup comes to 4. The number of unique standard cell types used by synthesis is 45. The wire length reported by the detailed router came out at 3.88 mm. The count of antenna diodes in the layout is 0. The type recorded for the worst min-delay path is in2out.

The count of input and output buffers came out at 16. The transition time of the tightest slew-check pin is 0.347 ns. Counting endpoints that fail hold in the final report gives 0. The number of search-and-repair iterations in the first detailed-routing pass is 4. The final setup slack of the worst path came out at -0.123 ns.

The max-capacitance violation count came out at 0. The area growth from synthesis to layout is 97.3%. The total placed instance area came out at 0.00132 mm^2.

From left edge to right edge, the die measures 99 um. The detailed router placed 1,300 vias in this run. The most numerous cell in the Yosys netlist is nand2_1. The detail route stage leaves a number of antenna-violating nets equal to 0. The arrival time of data at the critical path endpoint came out at 1.72 ns. The worst slew slack as a fraction of its limit is 0.767.

The layout sequential cell count is 0. Warnings reported by Yosys during synthesis add up to 1. The time the worst path needs with I/O delays and setup came out at 2.12 ns.

After synthesis, the design contains 137 cells according to Yosys. The sequential cell fraction of total power came out at 0. The total tool warning count came out at 45.

The total power density per cell area is 227 mW/mm^2. The core area is 0.00599 mm^2. According to the floorplan log, the row count is 28.

The largest net degree at the start of global routing came out at 24. The I/O pin count came out at 20. The instance tally after logic synthesis is 137.

The DRC violation total left in the routed layout is recorded as 0. The overall fraction of global-route tracks in use is 0.0652. The routed design shows a via density per instance of 4.91.

A synthesized cell averages 6.66 um^2.
[final cells by class]
type | count | share of cell area
multi-input combinational | 113 | 0.570
timing repair buffer | 70 | 0.357
tap | 75 | 0.0522
inverter | 7 | 0.0202
[layout by cell type, fill, tap and decap left out, types with 3 or more instances in the layout]
cell,Yosys,layout
a31oi_1,4,4
ha_4,0,7
mux2_4,1,3
mux2i_1,6,6
nand3_1,4,4
o21ai_1,1,5
o21ai_0,8,3
a21oi_1,8,6
buf_8,0,6
buf_6,1,14
nor2_1,8,7
buf_2,10,9
nand2b_1,4,4
buf_4,0,34
nand2_1,18,16
inv_1,7,4
o211ai_1,5,5
[critical path, cell delays in order]
cell and delay, ns:
buf_8 0.08, inv_4 0.04, buf_6 0.12, ha_4 0.15
mux4_2 0.46, o211ai_1 0.19, mux2_4 0.19, buf_6 0.08
[per-layer routing]
| metal | vias to the layer above | wire, um |
|---|---|---|
| met1 | 624 | 1810 |
| met2 | 52 | 1830 |
| met3 | 2 | 223 |
| met4 | 0 | 13 |
| met5 | - | 0 |
| li1 | 622 | - |
[power by group through the flow]
stage | Combinational (mW) | Clock, mW | Sequential, mW
final | 0.408 | 0 | 0
after global routing | 0.441 | 0 | 0
after CTS | 0.361 | 0 | 0
[what timing repair did]
item,4_1_cts,5_1_grt
pin swaps,24,20
endpoints found under the setup margin,10,9
setup buffers,17,5
gates cloned,1,1
gates resized,104,30
[cell families (layout without fill, tap and decap cells)]
family / count (synthesis) / in the layout / synth area share
adder cells (fa/ha/maj): 9 / 9 / 0.121
AND-OR/OR-AND: 52 / 52 / 0.412
buffers and inverters: 24 / 77 / 0.121
multiplexers: 10 / 10 / 0.132
AND/OR/NAND/NOR: 40 / 40 / 0.196
XOR/XNOR: 2 / 2 / 0.0192
[through the flow]
step / setup TNS (ns) / worst slack (ns) / hold WS (ns) / instances / power [mW]
floorplan: 0 / 0.00910 / 1.03 / 137 / 0.169
global placement: -9.20 / -0.990 / 1.97 / 242 / 0.299
detailed placement: -9.19 / -1.00 / 1.99 / 242 / 0.299
CTS: -0.476 / -0.155 / 1.34 / 260 / 0.361
global route: -0.687 / -0.168 / 1.38 / 265 / 0.441
finish: -0.252 / -0.123 / 1.33 / 265 / 0.408
[path summary, 6_finish.rpt]
check           end  cells past startpoint       start  slack, ns
max    read_data[4]                      8  address[1]      -0.12
min    read_data[7]                      5  address[3]       1.33
Power is estimated from default activity; no workload was simulated.

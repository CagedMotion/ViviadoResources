[/design/flow/design.v]
`timescale 1ns / 1ps
module ramtask3_for_cache(
    inout wire [19:0] data,    
    input  wire       clk,      
    input  wire       we,       
    input  wire [9:0] address,  
    input wire mem_req,
    output reg mem_ready
);
    reg [9:0] ram[1023:0];
    reg [1:0] state, next_state;
    parameter IDLE    = 1'b0;  
    parameter WAIT    = 1'b1;  
    integer i;
    initial begin
        state = IDLE;
        next_state = IDLE;
        mem_ready = 1'b1;
        ram[0] = 10'b0000000110;  
        ram[1] = 10'b0000110010;  
        ram[2] = 10'b0000000000;
        ram[4] = 10'b0000000000;
        ram[3] = 10'b0000010100; 
        ram[5] = 10'b0000000000;
        ram[6] = 10'b0001010111;  
        ram[7] = 10'b0001100001;  
        ram[8] = 10'b0001100110;  
        ram[9] = 10'b0001100110;  
        ram[10] = 10'b0001101100;  
        ram[11] = 10'b0001100101;  
        ram[12] = 10'b0001110011;  
        ram[13] = 10'b0001000001;  
        ram[14] = 10'b0001101110;  
        ram[15] = 10'b0001100100;  
        ram[16] = 10'b0001010000;  
        ram[17] = 10'b0001100001;  
        ram[18] = 10'b0001101110;  
        ram[19] = 10'b0001100011;  
        ram[20] = 10'b0001100001;  
        ram[21] = 10'b0001101011;  
        ram[22] = 10'b0001100101;  
        ram[23] = 10'b0001110011;  
        ram[24] = 10'b0000000000; 
        ram[25] = 10'b1001000000;
        for(i=26; i<1024; i=i+1)
            ram[i] = 10'b0;
     end
    reg [19:0] read_data;
    wire [8:0] temp;
    assign temp = address [9:1];    
    assign data = (we == 1'b1) ?
        20'bzzzzzzzzzz_zzzzzzzzzz :
        {ram[{temp[8:0], 1'b1}], ram[{temp[8:0], 1'b0}]};
     always @(*) begin
        case (state)
            IDLE: begin
                if (mem_req)
                    next_state = WAIT;
                else
                    next_state = IDLE;
            end
            WAIT: begin
                next_state = IDLE;
            end
            default: next_state = IDLE;
        endcase
    end
    always @(posedge clk) begin
        state <= next_state;
        case (state)
            IDLE: begin
                if (mem_req) begin
                    mem_ready <= 1'b0;
                end else begin
                    mem_ready <= 1'b1;
                end
            end
            WAIT: begin
                if (we) begin
                    ram[{address[9:1], 1'b0}] <= data[9:0];
                    ram[{address[9:1], 1'b1}] <= data[19:10];
                end else begin
                    read_data <= { ram[{address[9:1], 1'b1}],
                                   ram[{address[9:1], 1'b0}] };
                end
                mem_ready <= 1'b1;
            end
            default: begin
                mem_ready <= 1'b1;
            end
        endcase
    end
endmodule
[/design/flow/run.sh]
#!/bin/bash
# OpenROAD 26Q1-2900-gdf79404cd8, Yosys 0.63+post, stock flow scripts
make -C /OpenROAD-flow-scripts/flow DESIGN_CONFIG=/design/flow/config.mk WORK_HOME=/design/flow/orfs finish
[/design/flow/config.mk]
export PLATFORM = sky130hd
export DESIGN_NAME = ramtask3_for_cache
export DESIGN_NICKNAME = ramtask3_for_cache
export VERILOG_FILES = /design/flow/design.v
export SDC_FILE = /design/flow/constraint.sdc
export NUM_CORES = 4
export LEC_CHECK = 1
export CORE_UTILIZATION = 40
export SYNTH_MEMORY_MAX_BITS = 65536
[/design/flow/constraint.sdc]
current_design ramtask3_for_cache

set clk_period 95.3
set clk_io_pct 0.2

create_clock -name clk0 -period $clk_period [get_ports {clk}]

set non_clock_inputs [all_inputs -no_clocks]
set_input_delay [expr $clk_period * $clk_io_pct] -clock clk0 $non_clock_inputs
set_output_delay [expr $clk_period * $clk_io_pct] -clock clk0 [all_outputs]
==> results.py <==
# Physical implementation metrics
metrics = {
    "outcome": {
        "outcome": "did not finish",
        "haltStage": "clock tree synthesis",
        "firstError": "[error] [KeplerFormal.cpp:679] Workflow failed: Iso has multiple drivers: .data10, place2504.X0",
    },
    "cts": {
        "numCtsBuffers": 981,
        "cts.hold.buffers_added": 0,
        "cts_max_level": 6,
        "cts_root_buffer": "clkbuf_16",
        "clock_sinks": 10242,
        "postCtsSetupBuffers": 0,
        "cts_resized": 0,
        "cts_max_path_buffers": 5,
    },
    "yosys": {
        "yosysWarnings": 2,
        "synthArstFlopShare": 0,
        "synth.distinct_cells": 62,
        "synth-edff-count": 10240,
        "ys.flops": 10242,
        "synth_chip_area_um2": 390000,
        "syn_inst": 18055,
        "ys_cells": 18055,
        "flop_cell": "edfxtp_1",
        "yosys.stat.seqShare": 0.788,
        "syn_avg_cell_area_um2": 21.6,
        "syn_area_um2": 390000,
    },
    "placed_design": {
        "dp_hpwl_um": 713000,
        "routabilityCongestion": 0.951,
        "io_buffers": 12,
    },
    "floorplan": {
        "ioPinCount": 34,
        "rows": 362,
        "floorplan.core_util": 0.402,
        "die_y_um": 990,
        "dieWidth_um": 990,
    },
}
[per-stage QoR]
step	utilization	setup slack, ns	instances	hold WS, ns	cell area (um2)
2_1_floorplan	-	47.11	18055	0.457	390000
3_5_place_dp	0.426	48.85	31309	0.893	414000
3_3_place_gp	0.426	48.94	31308	0.898	414000
[logic make-up after synthesis]
logic type             share of synthesized area
and+or+nand+nor                           0.0171
AOI/OAI and AO/OA                         0.0353
buffers and inverters                     0.0142
DFF                                        0.788
muxes                                      0.145
[cells in the mapped netlist (7+ instances only)]
cell       instances  share of area
edfxtp_1       10240           0.79
mux4_2          1841           0.11
mux2i_1         1517          0.039
a22oi_1          625          0.012
nor2_1           591         0.0057
buf_2            425         0.0055
o22ai_1          406         0.0065
clkbuf_1         380         0.0037
nand2_1          261         0.0025
a221oi_1         251         0.0056
a21oi_1          167         0.0021
a31oi_1          156         0.0025
buf_4            156         0.0030
o21ai_0          145         0.0019
nand3_1          139         0.0018
nand4_1           86         0.0014
nor4_1            84         0.0013
a22o_1            81         0.0018
or4_1             65         0.0013
buf_1             59        0.00057
nor3_1            59        0.00076
buf_6             49         0.0014
a32oi_1           41        0.00092
and3_1            35        0.00056
o211ai_1          19        0.00037
nor2b_1           15        0.00024
a41oi_1           13        0.00029
a2111oi_0         12        0.00027
or3_1             12        0.00019
a211oi_1          10        0.00019
and4_1             8        0.00018
a311o_1            7        0.00018
nand2b_1           7        0.00011
o21a_1             7        0.00013
